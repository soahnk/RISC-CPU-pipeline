--- flow/config.mk ---
export PLATFORM = sky130hd
export DESIGN_NAME = EX
export DESIGN_NICKNAME = EX
export VERILOG_FILES = /design/flow/design.v
export SDC_FILE = /design/flow/constraint.sdc
export NUM_CORES = 4
export LEC_CHECK = 1
export CORE_UTILIZATION = 30
--- flow/run.sh ---
#!/bin/bash
# OpenROAD 26Q1-2900-gdf79404cd8, Yosys 0.63+post, stock flow scripts
make -C /OpenROAD-flow-scripts/flow DESIGN_CONFIG=/design/flow/config.mk WORK_HOME=/design/flow/orfs finish
--- flow/constraint.sdc ---
current_design EX

set clk_period 34.4
set clk_io_pct 0.2

create_clock -name clk0 -period $clk_period [get_ports {clk}]

set non_clock_inputs [all_inputs -no_clocks]
set_input_delay [expr $clk_period * $clk_io_pct] -clock clk0 $non_clock_inputs
set_output_delay [expr $clk_period * $clk_io_pct] -clock clk0 [all_outputs]
--- flow/design.v ---
`timescale 1ns / 1ps
module BarrelShifter(
    input [31:0] A,
    input [31:0] B,
    input [5:0] SH,
    input [2:0] Hselect,         
    input L,     
    output reg [31:0] H
    );
    parameter logical = 0, arithmetic = 1, rot = 2;
    wire [63:0] LOGICAL;
    wire [63:0] ARITHMETIC;
    wire [63:0] ROT;
    reg [63:0] H_out;   
    assign LOGICAL = {32'b0, A};
    assign ARITHMETIC = {{32{A[31]}}, A};
    assign ROT = {A,A};
    always @(*) begin   
        case(Hselect)
            logical: H_out <= L ? LOGICAL << SH : LOGICAL >> SH;
            arithmetic: H_out <= L ? ARITHMETIC << SH : ARITHMETIC >> SH;
            rot: H_out <= L ? ROT >> (32-SH) : ROT >> SH;
            default: H_out = A;
         endcase
         H <= ((Hselect == 3'd3) & L) ? H_out[63:32] : H_out;
    end
endmodule
`timescale 1ns / 1ps
module DataMemory(
    input clk,rst,
    input MW,
    input [5:0] memaddr,
    input [31:0] datain,
    output [31:0] dataout
    );
    reg [31:0] datamemory[63:0];
    integer i;
    assign dataout = datamemory[{58'b0, memaddr}];
    initial begin
        for (i = 0; i < 64; i = i + 1)
            datamemory[i] = i;
    end
    always @(posedge clk) begin
        if (rst)
            for (i = 0; i < 64; i = i + 1) 
                datamemory[i] = i;
        else if (MW)
            datamemory[memaddr] <= datain;
    end
endmodule
`timescale 1ns / 1ps
module EX(
    input clk,rst,
    input [15:0] pc_2,
    input [4:0] DA,SH,FS,
    input  RW,PS,MW,    
    input [1:0]	MD,BS,
    input [31:0] BusA,BusB,
    output RW_EX,
    output [4:0] DA_EX,
    output [1:0] MD_EX,
    output [31:0] F,
    output  NxorV,C,V,N,Z,
    output [31:0] Data_out,
    output [31:0] BrA,
    output [31:0] RAA
    );
    assign BrA = pc_2 + BusB;
    assign RAA=BusA;   
    functionunit fu (
        .A(BusA),
        .B(BusB),
        .FS(FS),
        .SH(SH),
        .C(C),
        .V(V),
        .N(N),
        .Z(Z),
        .F(F)
    );
    assign NxorV=N^V;
    DataMemory dm (
        .clk(clk),
        .rst(rst),
        .MW(MW),
        .memaddr(BusA[5:0]),
        .datain(BusB),
        .dataout(Data_out)
    );
    assign RW_EX = RW;
    assign DA_EX = DA;
    assign MD_EX = MD;  
endmodule
`timescale 1ns / 1ps
module functionunit(
   input [31:0]  A,  
   input [31:0]  B,  
   input  [4:0] FS,
   input [4:0] SH,
   output reg [31:0] F,  
   output 	 C,   
   output 	 V,   
   output reg	 N,   
   output reg	 Z   
    );
    wire MFselect;
    wire [3:0]Gselect;
    wire [1:0] Hselect;
    wire [31:0] g_out;
    wire [31:0] h_out;
    wire [31:0] f_out;
    assign MFselect = FS [4];
    assign Gselect  = FS[3:0];
    assign Hselect  = FS[3:2];
    alu aluF(
        .A  (A),
        .B  (B),
        .Gselect (Gselect),
        .C  (C),       
        .V  (V),       
        .G  (g_out)
        );
   BarrelShifter bs(
        .A(A),
        .B(B),
        .SH({1'b0, SH}),
        .Hselect(FS[3:1]),
        .L(!FS[0]),
        .H(h_out)
    );
  mux_2to1_32bit muxf ( .inA (h_out),
                          .inB (g_out),
                          .select (MFselect),
                          .out (f_out)  
                            ); 
   always @(*) begin   
        F <= f_out;
        Z <= ~| f_out;
        N <= f_out[31];
   end 
endmodule
`timescale 1ns / 1ps
module alu(
   input [31:0]  A,   
   input [31:0]  B,   
   input [3:0] 	 Gselect,  
   output reg    C,   
   output reg	 V,   
   output [31:0] G   
);
   reg [32:0] result;
   assign G = result[31:0];
    localparam transferA = 3'b000;
    localparam incrementA = 3'b001;
    localparam addition = 3'b010;
    localparam add_carry1 = 3'b011;
    localparam A_plus_notB = 3'b100;
    localparam subtraction = 3'b101;
    localparam decrementA = 3'b110;    
    localparam transferA2 = 3'b111; 
    localparam andAB = 3'b00x;
    localparam orAB = 3'b01x;
    localparam xorAB = 3'b10x;
    localparam notA = 3'b11x;
    always @ (*)
    begin
           case(Gselect[3])
            0:
            begin 
                case(Gselect[2:0])
                    transferA: result=A;
                    incrementA: result = A+1;
                    addition:result = A+B;
                    add_carry1:result = A+B+1;
                    A_plus_notB:result = A+~B;
                    subtraction:result = A+~B+1;
                    decrementA:result = A-1;
                    transferA2:result = A;
                    default:result<=0; 
                 endcase
             end
             1:
             begin
                 casex(Gselect[2:0])
                    andAB: result = A&B;
                    orAB: result = A|B;
                    xorAB: result = A^B;
                    notA: result = ~A;   
                    default:result<=0;                 
                endcase
            end
        endcase        
        C <= result[32];
        V <= (A[31] == B[31]) ? 1'b0 : (~(A[31] ^ B[31])) ^ (G[31]);        
    end
 endmodule 
`timescale 1ns / 1ps
module mux_2to1_32bit(
    input   [31:0] inA,
    input   [31:0] inB,
    input          select,
    output [31:0] out
    );
  assign out = select ?inA:inB;  
endmodule
==> notes.org <==
* Flow results

** Status
- Result of the run :: completed

** Job
- Maxcap violations :: 0
- Summing over the stages, the warning tally comes to between 100 and 150.

** Place
- As logged by OpenROAD, the buffers inserted on ports number roughly 230.
- In this run, placement finished with an instance count of 13300.
- Before CTS, the worst setup slack after placement is 13.44 ns.
- RePlAce ended its routability-driven mode at a weighted congestion of between 0.9 and 1.
- Summing all placed instances gives a cell area of around 110000 µm².
- HPWL Detailed :: around 260 mm

** Worst setup path
- Setup CP Type :: in2out
- Cell mode on critical path :: sky130_fd_sc_hd__buf_4
- STA puts the critical path data arrival time at about 14 ns.
- Kind of end point of the critical path :: primary output
- Of all nets on the critical path, the largest fanout is ~47.
- Delay-heaviest family, CP :: simple AND/OR/NAND/NOR gates
- Number of buffer and inverter stages on the critical path :: 7
- STA classifies the critical path startpoint as an input port.
- The report lists the cells along the critical path as buf_2 > buf_4 > clkinv_1 > buf_4 > ha_2 > buf_4 > mux4_2 > mux4_2 > nor2b_1 > a2111oi_0 > buf_4 > a211o_1 > or4b_1 > nor4_1 > or4b_1 > or4_1 > nor4_1 > o2111ai_1 > nor4_2 > clkdlybuf4s50_1.
- For the worst setup path, the data required time is about 28 ns.
- Largest incremental delay on the critical path :: between 0.7 and 0.8 ns
- Critical-path top delay cell :: sky130_fd_sc_hd__ha_2

** Power and ir drop
- In this run the power density over the cells is between 40 and 50 nW/µm².
- Reported leakage power :: around 35 nW
- The analysis reports a worst IR drop on VDD of around 57 µV.
- Power comes to 5.87 mW.

** Synth
- The cell area that synthesis handed to floorplanning was between 100000 and 150000 µm².
- For this run, the chip area from Yosys synthesis comes to 105000 µm².
- The synthesized netlist handed to floorplanning was reported with a cell count of slightly above 9000.
- Number of synthesized flops with an enable pin :: just over 2000
- In the Yosys stats the netlist draws on approximately 96 distinct library cells.
- Mapped Avg Cell Area :: about 11 µm²
- Fraction of registers with async set/reset :: 0%
- The commonest register cell is sky130_fd_sc_hd__edfxtp_1.
- Seq share, synth :: between 50 and 60%
- Warning count from the yosys run :: 4
- Per the Yosys statistics, synthesis produced between 9000 and 10000 cells.
- Yosys reported a register bit count of between 2000 and 2500.

** Global routing
- Overall routing resource usage recorded by global route was between 20 and 25%.
- The number of antenna violations at the first check in global routing is 18.
- After global routing the overflow that remains totals 0.
- First-pass GRT wire length :: 606 mm
- Maximum number of pins on one net before global-route repair :: 153
- The number of global-route vias before repair was roughly 83000.

** Worst hold path
- Launch point of the worst hold path :: rst
- Number of stages on the worst hold path :: 2
- The endpoint of the worst hold path is reported as dm.datamemory[0][4].
- STA reports the tightest min-delay check as being of type in2reg.

** Floorplanning
- In the floorplan report the effective utilization is approximately 30%.
- Die boundary height :: ~590 µm
- I/O pin total :: between 200 and 250
- Number of rows created at floorplan :: between 200 and 250
- According to the floorplan report, the die width is roughly 590 µm.
- The floorplan step defined a die boundary enclosing between 300000 and 400000 µm².
- Per the OpenROAD floorplan log, the area of the core is between 300000 and 400000 µm².

** Clock network
- Post-CTS setup buffers :: 0
- Clock-pin slew on the worst setup and hold paths :: approximately 0.060 ns
- The tree built by TritonCTS fans out to 2048 sinks.
- The tree is rooted in a sky130_fd_sc_hd__clkbuf_16.
- In this run, post-CTS hold repair placed 0 buffers.
- Clock tree synthesis inserted a total of approximately 200 buffers.
- TritonCTS built the clock tree.
- Post_cts resized :: 0
- Counting along the longest clock path gives a buffer depth of 3.
- The clock tree synthesis step divided the H-tree into 4 levels.

** Timing
- Worst path setup slack after routing :: ~13 ns
- Post-Route Hold Slack :: slightly below 7 ns
- Max-slew check failures listed in the final report amount to 0.
- Setup repair after global routing left no endpoint under its margin.
- Per the final timing report, the hold violations number 0.
- Final-layout setup total negative slack :: 0 ns
- The worst pin sits at a relative slew slack of 23.6%.
- Worst slew pin tran :: around 1.1 ns
- Final setup viols :: 0
- After layout, the minimum clock period comes to ~21 ns.
- Highest achievable clock rate :: approximately 0.048 GHz
- Post-route period utilization is reported as 61.2%.

** Detailed routing
- The DRC violation total left in the routed layout is recorded as 0.
- Number of search-and-repair iterations in the first detailed-routing pass :: 8
- Total Routed Length :: approximately 430 mm
- TritonRoute output was used to compute an average wire per cell of roughly 31 µm.
- Ratio of routed vias to standard cells :: around 6
- The routed layout has around 83000 vias.
- After the first detailed-routing iteration, the DRC count stood at ~7000.
- The count of nets left with antenna violations once routing finished came out at 0.

** Final layout
- The area growth from synthesis to layout is 12.5%.
- The count of cells in the finished layout, fillers not included, comes to around 14000.
- Layout cell share with drive strength beyond 1 :: roughly 11%
- The register with the most flip-flops in the layout has ~2000 of them.
- Number of filler instances in the final layout :: roughly 34000
- The library cell used most frequently in the layout, excluding fill and tap cells, is sky130_fd_sc_hd__edfxtp_1.
- Cells fill approximately a third of the core in the end.
- The top cell types in the final layout, fill and taps aside, are sky130_fd_sc_hd__edfxtp_1, sky130_fd_sc_hd__nor3_1, sky130_fd_sc_hd__a22oi_1, sky130_fd_sc_hd__nand2_1, sky130_fd_sc_hd__buf_4.
- dm.datamemory holds more flip-flops than any other register.
- Total non-filler cell area in the finished layout :: between 100000 and 150000 µm²
- In the final layout, the registers with the most flip-flops are dm.datamemory: 2048 flops.
cells in the mapped netlist, types with 96 or more instances:
library cell | number | area share [%]
sky130_fd_sc_hd__a21oi_1 | 305 | 1.5
sky130_fd_sc_hd__a22oi_1 | 1040 | 7.4
sky130_fd_sc_hd__a41oi_1 | 197 | 1.6
sky130_fd_sc_hd__clkbuf_1 | 1014 | 3.6
sky130_fd_sc_hd__edfxtp_1 | 2048 | 58
sky130_fd_sc_hd__ha_1 | 152 | 1.8
sky130_fd_sc_hd__inv_1 | 142 | 0.51
sky130_fd_sc_hd__mux4_2 | 111 | 2.4
sky130_fd_sc_hd__nand2_1 | 444 | 1.6
sky130_fd_sc_hd__nand3_1 | 96 | 0.46
sky130_fd_sc_hd__nor2_1 | 287 | 1.0
sky130_fd_sc_hd__nor3_1 | 1933 | 9.2
sky130_fd_sc_hd__o21ai_0 | 170 | 0.81
per-layer routing:
| layer | vias up | track usage, % | wire (µm) |
|---|---|---|---|
| li1 | 35800 | - | - |
| met1 | 40600 | 29.9 | 152000 |
| met2 | 6010 | 36.5 | 190000 |
| met3 | 886 | 15.1 | 62200 |
| met4 | 16 | 10.3 | 22100 |
| met5 | - | 0.852 | 272 |
cell families (layout without fill, tap and decap cells):
family / count (synthesis) / in the layout / synth area share, %
muxes: 263 / 263 / 3.89
adders and majority gates: 156 / 156 / 1.88
and+or+nand+nor: 3158 / 3158 / 14.7
DFF: 2048 / 2048 / 58.4
xor gates and xnor gates: 120 / 120 / 1.03
buffers and inverters: 1312 / 1151 / 4.87
other: 0 / 12 / 0
AOI/OAI and AO/OA: 2229 / 2229 / 15.2
area by class of cell:
class                   count  area [µm²]  area share [%]
repair buffers            621        5350            4.52
well taps                4599        5750            4.86
inverters                 155         584           0.493
clock inverters           120         913           0.771
clock buffers             255        5380            4.54
flip-flops and latches   2048       61500            51.9
multi-input cells        5926       38900            32.9
diodes                     12        30.0          0.0254
where the power goes:
part           switching, mW  leakage [nW]  internal [mW]  total (mW)
Combinational          0.602          12.8          0.251       0.853
Clock                  0.949          3.08           1.16        2.11
Sequential            0.0333          19.6           2.87        2.90
worst max path at each step:
stage,start,end,slack [ns],cells after the start
CTS,BusA[2],Z,13.41,19
finish,SH[1],Z,13.35,20
global route,BusA[2],Z,13.02,19
No activity file was given, so power comes from the tool's default toggle rates.
