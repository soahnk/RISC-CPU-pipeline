### flow/config.mk
export PLATFORM = sky130hd
export DESIGN_NAME = WB
export DESIGN_NICKNAME = WB
export VERILOG_FILES = /design/flow/design.v
export SDC_FILE = /design/flow/constraint.sdc
export NUM_CORES = 4
export LEC_CHECK = 1
export CORE_AREA = 10 10 70 70
export DIE_AREA = 0 0 80 80
### flow/constraint.sdc
current_design WB

set clk_period 3.1
set clk_io_pct 0.2

create_clock -name clk0 -period $clk_period

set non_clock_inputs [all_inputs -no_clocks]
set_input_delay [expr $clk_period * $clk_io_pct] -clock clk0 $non_clock_inputs
set_output_delay [expr $clk_period * $clk_io_pct] -clock clk0 [all_outputs]
### flow/design.v
`timescale 1ns / 1ps
module RegFile(
input clk,rst,
	input RW,
	input C,V,N,Z,
	input [4:0] FS,
	input [4:0] AA,BA,DA,
	input [31:0] Writedata,	
	output [31:0] A_data,B_data	
	);
	reg [31:0] Registers [0:31];
	integer i;
    initial begin
        for(i = 0; i < 32; i = i + 1) 
            Registers[i] = 0;
        Registers[21]=37;
        end
    always @(posedge clk) begin 
        if(rst)
            for(i = 0; i < 32; i = i + 1)
                Registers[i] = i;          
        else begin  
            if (FS !=0)
                Registers[31] <= {28'b0,Z,V,N,C};         
             if(RW) begin 
                if (DA != 5'b0)                                            
                Registers[DA] <= Writedata;
              end   
        end
        end
assign A_data = Registers[AA];
assign B_data = Registers[BA];
endmodule
`timescale 1ns / 1ps
module WB(
    input clk,rst,
    input RW,
    input [4:0] DA,
    input [1:0] MD,
    input NxorV,
    input [31:0] F,
    input [31:0] Data_out,
    output reg [31:0] BusD
    );
    always @(*) begin
        case (MD) 
            2'b00: BusD <= F;
            2'b01: BusD <= Data_out;
            2'b10: BusD <= {{31'b0}, NxorV};
            default: BusD <= 32'bX;
        endcase
    end
    RegFile rf_wb ( .clk (clk),
                  .rst (rst),  
                   .RW (RW),
                   .AA (0),
                   .BA (0),
                   .DA (DA),
                   .Writedata (BusD)                  
                );
endmodule
### flow/run.sh
#!/bin/bash
# OpenROAD 26Q1-2900-gdf79404cd8, Yosys 0.63+post, stock flow scripts
make -C /OpenROAD-flow-scripts/flow DESIGN_CONFIG=/design/flow/config.mk WORK_HOME=/design/flow/orfs finish
==> metrics.yaml <==
status: "completed"
grt_max_degree: 43
hp-start: "Data_out[24]"
drcViolationCount: 0
die_w_um: 80
vdd_ir_drop_max_uv: 68.8
mostFrequentLayoutCells: "99 x clkdlybuf4s50_1, 63 x nand2_1, 17 x o21ai_2"
drt-vias-per-instance: 4.02
yosys.area.top_type: "nand2_1"
antenna_left: 0
max_slew_margin: 0.891
period_used_share: 0.964
port_buffers: 99
warnings: 42
hold_violations: 0
min_path_type: "in2out"
start_kind: "input pin"
avgRoutedWirePerCell_um: 13.1
synth_cells: 110
fmax_ghz: 0.335
syn_to_final_growth_pct: 180
netlist_area_um2: 582
first_pass_iters: 3
grt_overflow: 0
arrival_ps: 2370
dp.cells: 250
final_common_cell: "clkdlybuf4s50_1"
dp_hpwl_um: 2780
seq_power_share: 0
drt_iter0_markers: 13
flops: 0
slew_viol_final: 0
setup_viol: 0
seqCellArea_um2: 0
wirelength_um: 3300
cp_max_fo: 21
worstSetupPathType: "in2out"
grt_pass1_vias: 1018
stdcell_count: 251
drive_above_1_share: 0.117
grt.total_usage: 0.0917
p_int_mw: 0.180
fp.dieH_um: 80
synthDistinctLibCells: 10
die-area_um2: 6400
required_ps: 2480
rsz0062_at_grt: "yes"
end_kind: "output port"
pwr-share-comb: 1.000
min_to: "BusD[24]"
p_leak_nw: 0.627
placementRows: 21
powerDensity_nw_per_um2: 160
num_vias: 1010
clockPowerShare: 0
layout_min_cycle_time_ps: 2990
gp_congestion: 0.773
nClkBuffers: 0
yosysChipArea_um2: 582
antenna_cells: 0
grt_pass1_wl_um: 4930
fillers: 341
yosys.stat.seqShare: 0
syn_avg_cell_area_um2: 5.29
yosys_warnings: 4
core_um2: 3420
ys_cells: 110
ios: 107
finalPower_mw: 0.262
postCtsHoldBufs: 0
switchingPower_mw: 0.0812
whs_path_depth: 4
worst_slew_pin_slew_ps: 164
antenna_found_initial: 0
area_leaders: "nand2_1 41%, o21ai_2 26%, o21ai_1 11%, buf_4 6.5%, buf_6 5.8%"
switching_share: 0.310
fp_util: 0.170
post-cts-setup-buffer-count: 0
max_cap_violations: 0
top_cell_area_share: 0.406
## cell families (layout without fill, tap and decap cells)
kind of cell	after synthesis	count (layout)	synth area share
AND/OR/NAND/NOR	63	63	0.406
adder cells (fa/ha/maj)	2	2	0.0430
AND-OR/OR-AND	33	33	0.398
buffers and inverters	12	107	0.153
## metrics by stage
stage / setup WS [ps] / util / hold WS, ps / setup TNS, ps / instance area [µm²]
2_1_floorplan: 1130 / - / 1300 / 0 / 582
5_1_grt: -5.45 / 0.477 / 2160 / -6.31 / 1630
4_1_cts: 83.1 / 0.469 / 2140 / 0 / 1600
3_3_place_gp: 112 / 0.469 / 2140 / 0 / 1600
3_5_place_dp: 86.6 / 0.469 / 2140 / 0 / 1600
6_report: 113 / 0.477 / 2140 / 0 / 1630
## synth_stat cells, drive strengths merged
master	number
nand2	63
o21ai	32
inv	2
ha	2
a22oi	1
buf	10
## power groups by stage
stage | sequential, mW | clock (mW) | combinational, mW
4_1_cts | 0 | 0 | 0.257
5_1_grt | 0 | 0 | 0.288
6_report | 0 | 0 | 0.262
## worst max-delay path by stage
stage                 cells past startpoint  slack [ps]   from       end
after CTS                                 7          80  MD[0]  BusD[20]
after global routing                      6          -5  MD[0]   BusD[0]
final                                     6         110  MD[0]   BusD[0]
## critical path: stages
cell	delay, ps
clkdlybuf4s50_1	480
inv_1	50
ha_2	340
clkbuf_16	220
o21ai_0	170
clkdlybuf4s50_1	500
## per-layer routing
metal,share of wire,vias to the layer above,GRT usage
li1,-,550,-
met1,0.42,407,0.115
met2,0.45,53,0.148
met4,0,0,0
met5,0,-,0
met3,0.12,0,0.0420
## repair_timing
action                                 4_1_cts  5_1_grt
resized                                      0        1
setup endpoints to repair                    0        2
endpoints found under the hold margin        0        0
## area by class of cell
cell class,count,area (µm²),area share
well taps,46,57.6,0.0353
multi-input cells,98,495,0.304
inverters,2,7.51,0.00460
repair buffers,105,1070,0.656
No activity file was given, so power comes from the tool's default toggle rates.
