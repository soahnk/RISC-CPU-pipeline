<file path="flow/config.mk">
export PLATFORM = sky130hd
export DESIGN_NAME = InstructionFetch
export DESIGN_NICKNAME = InstructionFetch
export VERILOG_FILES = /design/flow/design.v
export SDC_FILE = /design/flow/constraint.sdc
export NUM_CORES = 4
export LEC_CHECK = 1
export CORE_AREA = 10 10 89 89
export DIE_AREA = 0 0 99 99
export SYNTH_MEMORY_MAX_BITS = 65536
</file>
<file path="flow/constraint.sdc">
current_design InstructionFetch

set clk_period 2.4
set clk_io_pct 0.2

create_clock -name clk0 -period $clk_period

set non_clock_inputs [all_inputs -no_clocks]
set_input_delay [expr $clk_period * $clk_io_pct] -clock clk0 $non_clock_inputs
set_output_delay [expr $clk_period * $clk_io_pct] -clock clk0 [all_outputs]
</file>
<file path="flow/design.v">
`timescale 1ns / 1ps
module InstructionFetch(
	input [15:0] pc,
	output [31:0] instruction,
	output [15:0] pc_1
	);  
	wire [31:0] instruction_out;
    InstructionMemory mem1 (
                          .pc (pc),
                          .instruction (instruction_out)  
                            ); 
    assign pc_1=pc+16'b1;
    assign instruction=instruction_out;
endmodule
`timescale 1ns / 1ps
module InstructionMemory(
    input [15:0]  pc,     
    output  [31:0] instruction
    );    
     reg [31:0] memory[1023:0];
    initial
    begin
          memory[0] <= 32'b0000000_00000_00000_00000_0000000000;  
          memory[1] <= 32'b0100010_00010_00010_00000_00000_00000;  
          memory[2] <= 32'b0000000_00000_00000_00000_0000000000;  
          memory[3] <= 32'b0110000_00010_00010_000000000001111;  
          memory[4] <= 32'b0000000_00000_00000_00000_0000000000;  
          memory[5] <= 32'b1100010_00010_00010_011001100101101;  
          memory[6] <= 32'b0000000_00000_00000_00000_0000000000;  
          memory[7] <= 32'b0110000_00010_00010_000000000001111;  
          memory[8] <= 32'b0000000_00000_00000_00000_0000000000;  
          memory[9] <= 32'b1100010_00010_00010_100000001001111;  
          memory[10] <= 32'b0000000_00000_00000_00000_0000000000;  
          memory[11] <= 32'b0100010_00011_00011_00000_00000_00011;  
          memory[12] <= 32'b0000000_00000_00000_00000_0000000000;  
          memory[13] <= 32'b0110000_00011_00011_000000000001111;  
          memory[14] <= 32'b0000000_00000_00000_00000_0000000000;  
          memory[15] <= 32'b1100010_00011_00011_110010000001010;  
          memory[16] <= 32'b0000000_00000_00000_00000_0000000000;  
          memory[17] <= 32'b0110000_00011_00011_000000000001111;  
          memory[18] <= 32'b0000000_00000_00000_00000_0000000000;  
          memory[19] <= 32'b1100010_00011_00011_011100011011100;  
          memory[20] <= 32'b0000000_00000_00000_00000_0000000000;  
          memory[21] <= 32'b1100010_00111_00000_00000_00000_00001;  
          memory[22] <= 32'b0000000_00000_00000_00000_0000000000;  
          memory[23] <= 32'b0110000_00111_00111_0000000000_11111;  
          memory[24] <= 32'b0000000_00000_00000_00000_0000000000;  
          memory[25] <= 32'b0001000_00100_00111_00010_0000000000;  
          memory[26] <= 32'b0000000_00000_00000_00000_0000000000;  
          memory[27] <= 32'b0001000_00101_00111_00011_0000000000;  
          memory[28] <= 32'b0000000_00000_00000_00000_0000000000;  
          memory[29] <= 32'b0100010_01010_00000_111111111111111;  
          memory[30] <= 32'b0000000_00000_00000_00000_0000000000;  
          memory[31] <= 32'b0000101_01010_01010_00111_0000000000;  
          memory[32] <= 32'b0000000_00000_00000_00000_0000000000;  
          memory[33] <= 32'b0001000_00010_01010_00010_0000000000;  
          memory[34] <= 32'b0000000_00000_00000_00000_0000000000;  
          memory[35] <= 32'b0001000_00011_01010_00011_0000000000;  
          memory[36] <= 32'b0000000_00000_00000_00000_0000000000;  
          memory[37] <= 32'b0110000_00110_00011_0000000000_11111;  
          memory[38] <= 32'b0000000_00000_00000_00000_0000000000;  
          memory[39] <= 32'b0100000_00000_00110_000000000001101;  
          memory[40] <= 32'b0000000_00000_00000_00000_0000000000;  
          memory[41] <= 32'b0000000_00000_00000_00000_0000000000;  
          memory[42] <= 32'b0000010_01001_01001_00010_0000000000;  
          memory[43] <= 32'b0000000_00000_00000_00000_0000000000;  
          memory[44] <= 32'b0110000_00110_11111_0000000000_11111;  
          memory[45] <= 32'b0000000_00000_00000_00000_0000000000;  
          memory[46] <= 32'b0100000_00000_00110_000000000000100;  
          memory[47] <= 32'b0000000_00000_00000_00000_0000000000;  
          memory[48] <= 32'b0000000_00000_00000_00000_0000000000;  
          memory[49] <= 32'b1100010_01000_01000_00000_00000_00001;  
          memory[50] <= 32'b0000000_00000_00000_00000_0000000000;  
          memory[51] <= 32'b0000010_01000_01000_00001_0000000000;  
          memory[52] <= 32'b0000000_00000_00000_00000_0000000000;  
          memory[53] <= 32'b0110000_00001_00001_0000000000_00001;  
          memory[54] <= 32'b0000000_00000_00000_00000_0000000000;  
          memory[55] <= 32'b0110001_00110_00010_0000000000_11111;  
          memory[56] <= 32'b0000000_00000_00000_00000_0000000000;  
          memory[57] <= 32'b0100000_00000_00110_000000000000100;  
          memory[58] <= 32'b0000000_00000_00000_00000_0000000000;  
          memory[59] <= 32'b0000000_00000_00000_00000_0000000000;  
          memory[60] <= 32'b1100010_00001_00001_00000_00000_00001;  
          memory[61] <= 32'b0000000_00000_00000_00000_0000000000;  
          memory[62] <= 32'b0110000_00010_00010_0000000000_00001;  
          memory[63] <= 32'b0000000_00000_00000_00000_0000000000;  
          memory[64] <= 32'b0110001_00011_00011_0000000000_00001;  
          memory[65] <= 32'b0000000_00000_00000_00000_0000000000;  
          memory[66] <= 32'b0100000_00000_00011_000000000000100;  
          memory[67] <= 32'b0000000_00000_00000_00000_0000000000;  
          memory[68] <= 32'b0000000_00000_00000_00000_0000000000;  
          memory[69] <= 32'b1100001_00000_10101_000000000000000;  
          memory[70] <= 32'b0000000_00000_00000_00000_0000000000;  
          memory[71] <= 32'b0000000_00000_00000_00000_0000000000;  
          memory[72] <= 32'b0001100_00111_00100_00101_0000000000;  
          memory[73] <= 32'b0000000_00000_00000_00000_0000000000;  
          memory[74] <= 32'b0000010_01000_01000_00111_0000000000;  
          memory[75] <= 32'b0000000_00000_00000_00000_0000000000;  
    end                 
	assign	  instruction = memory[pc];
endmodule
</file>
<file path="flow/run.sh">
#!/bin/bash
# OpenROAD 26Q1-2900-gdf79404cd8, Yosys 0.63+post, stock flow scripts
make -C /OpenROAD-flow-scripts/flow DESIGN_CONFIG=/design/flow/config.mk WORK_HOME=/design/flow/orfs finish
</file>
==> results_dict.tcl <==
# metrics dict for downstream scripts
set metrics [dict create \
    num_vias 2977 \
    power_density_nw_per_um2 166.7 \
    yosys.area_share.xor_xnor 0.07609 \
    critPathArrivalTime_ns 1.93 \
    drv_slew 0 \
    final_cell_mix "buf_4 (92), nand2_1 (24), dlygate4sd2_1 (21)" \
    boundaryPins 64 \
    num-fill-cells 450 \
    grt-busiest-layer "met2" \
    port_buffers 63 \
    fin_cells 508 \
    cp.required_ns 1.92 \
    power_uw 647.5 \
    grt_max_degree 18 \
    drtPass1Iterations 5 \
    die_w_um 99 \
    p_int_uw 348.1 \
    drt_iter0_drc 330 \
    gr-usage-met1 0.2334 \
    routabilityCongestion 1.022 \
    grt.met3_usage 0.03735 \
    core-area_um2 5991 \
    fmax_mhz 414.9 \
    avgSynthCellArea_um2 6.462 \
    yosys.stat.seqShare 0 \
    pre_cts_ws_ns -0.9042 \
    ys_sh_mux 0.04416 \
    vias_per_cell 5.860 \
    final_common_cell "buf_4" \
    num_antenna_cells 0 \
    die-height_um 99 \
    dp_cells 479 \
    vdd_drop_max_mv 0.1049 \
    drive_above_1_share 0.4965 \
    grt_use_total 0.1836 \
    holdBufCountCts 0 \
    ys_sh_aoi 0.3872 \
    grt.overflow.total 0 \
    violations "negative setup slack" \
    whs_ns 1.342 \
    clkPwrFrac 0 \
    regArea_um2 0 \
    hpwl_um 6803 \
    endpoint_kind "output port" \
    layout_setup_ws_ns -0.01008 \
    simple_gate_share 0.3010 \
    antenna_found_initial 0 \
    power.share.sequential 0 \
    syn_to_final_growth_pct 110.9 \
    start_kind "input port" \
    synthAdderAreaFrac 0.08152 \
    leakage_nw 1.787 \
    timing.final.crit_share 1.004 \
    drv_cap 0 \
    min_period_ns 2.410 \
    ys_types 64 \
    synth_warnings 1 \
    grt_pass1_vias 2894 \
    ys_chip_area_um2 1842 \
    logic_family "AND-OR/OR-AND gates" \
    hold_viol 0 \
    tool_warnings 44 \
    comb_power_share 1.000 \
    yosys_cells 285 \
    placed_cell_area_um2 3087 \
    grt_pass1_wl_um 14990 \
    cp_max_fo 4 \
    setup_violations 2 \
    rsz0062_at_grt "true" \
    initCoreUtil 0.3074 \
    drc 0 \
    crit_type "in2out" \
    finish.utilization 0.6483 \
    synthCells 285 \
    totalWireLength_um 9781 \
    grtUsageMet2 0.3021 \
    wl_per_cell_um 19.25 \
    syn_area_um2 1842 \
    rows 28 \
    ant_nets 0 \
    hold_path.class "in2out" \
    design_area_um2 3884 \
    die_area_um2 9801 \
    timing.setup.tns_ns -0.01147 \
    switching_share 0.4624 \
    n_clock_buffer 0 \
    status "complete, but fails checks" \
    seq_cells 0 \
    power.switching_uw 299.4 \
]
## worst max-delay path: stages
cell             delay, ns
clkdlybuf4s15_2       0.23
nand3_4               0.11
nor4_4                0.32
buf_4                 0.18
xor2_2                0.13
clkdlybuf4s50_1       0.48
## logic make-up after synthesis
family | after synthesis
other | 1
AOI/OAI and AO/OA | 104
adders and majority gates | 12
xor gates and xnor gates | 16
buffers and inverters | 41
muxes | 8
and+or+nand+nor | 103
## power groups by stage
| stage | combinational, mW | clock [mW] | sequential (mW) |
|---|---|---|---|
| 4_1_cts | 0.594 | 0 | 0 |
| 5_1_grt | 0.689 | 0 | 0 |
| 6_report | 0.648 | 0 | 0 |
## repair_timing
action	CTS	global route
cloned	2	0
resized	175	61
hold endpoints to repair	0	0
pin swaps	37	27
setup endpoints to repair	45	29
buffers inserted	23	7
## routing by layer
metal	wire [µm]	vias to the layer above
li1	-	1346
met1	4001	1388
met2	4391	199
met3	1003	44
met4	385	0
met5	0	-
## final timing paths
kind                  cells after the start  startpoint  endpoint
worst max-delay path                      6       pc[7]   pc_1[9]
worst min-delay path                      4       pc[8]   pc_1[8]
## cell type report
type	instances	area, µm²	area share
multi-input cells	244	2071	0.5332
inverters	11	63.81	0.01643
repair buffers	178	1655	0.4262
well taps	75	93.84	0.02416
## synthesized netlist by cell type, types with 2 or more instances
cell type	number	area [µm²]
nand2_1	27	101.4
a21oi_1	19	95.09
buf_2	18	90.09
nor2_1	18	67.56
ha_1	12	150.1
nand3_1	12	60.06
o21ai_0	12	60.06
xnor2_1	12	105.1
nor2b_1	10	62.56
inv_1	9	33.78
o21ai_1	9	45.04
mux2i_1	7	70.07
nand2b_1	7	43.79
o22ai_1	7	43.79
a211oi_1	6	45.04
a31oi_1	6	37.54
buf_4	6	45.04
a22oi_1	5	37.54
and2_1	5	31.28
nand3b_1	5	37.54
a21o_1	4	30.03
buf_1	4	15.01
o211ai_1	4	30.03
xor2_1	4	35.03
a211o_1	3	26.28
and3_1	3	18.77
o21bai_1	3	22.52
o31ai_1	3	22.52
or3_1	3	18.77
a21boi_1	2	15.01
clkbuf_1	2	7.510
inv_2	2	7.510
nor3_1	2	10.01
o21a_1	2	15.01
o221ai_1	2	17.52
or3b_1	2	17.52
Power and IR drop assume default switching activity.
